[flow/config.mk]
export PLATFORM = sky130hd
export DESIGN_NAME = main
export DESIGN_NICKNAME = main
export VERILOG_FILES = /design/flow/design.v
export SDC_FILE = /design/flow/constraint.sdc
export NUM_CORES = 4
export LEC_CHECK = 1
export CORE_UTILIZATION = 40
[flow/constraint.sdc]
current_design main

set clk_period 5.4
set clk_io_pct 0.2

create_clock -name clk0 -period $clk_period [get_ports {clk}]

set non_clock_inputs [all_inputs -no_clocks]
set_input_delay [expr $clk_period * $clk_io_pct] -clock clk0 $non_clock_inputs
set_output_delay [expr $clk_period * $clk_io_pct] -clock clk0 [all_outputs]
[flow/design.v]
`timescale 1ns / 1ps
module FrequencyDividerController (
    input wire clk,
    input wire reset,
    input wire full,
    input wire open_door,
    output reg open_door_output,
    output reg full_output
);
  reg [ 3:0] full_counter;
  reg [23:0] door_counter;
  reg [25:0] clk_divider_1Hz;
  reg [24:0] clk_divider_2Hz;
  initial begin
    full_counter = 0;
    door_counter = 0;
    full_output = 0;
    open_door_output = 0;
  end
  always @(posedge clk or posedge reset) begin
    if (reset) begin
      clk_divider_1Hz <= 0;
      clk_divider_2Hz <= 0;
      full_counter <= 0;
      door_counter <= 0;
      full_output <= 0;
      open_door_output <= 0;
    end else begin
      if (full) begin
        open_door_output <= 0;
        door_counter <= 0;
        if (full_counter < 6) begin  
          if (clk_divider_1Hz == 40000000) begin  
            full_counter <= full_counter + 1;
            full_output <= ~full_output;
            clk_divider_1Hz <= 0;
          end else begin
            clk_divider_1Hz <= clk_divider_1Hz + 1;
          end
        end else begin
          full_output <= 0;
        end
      end else if (open_door) begin
        full_output  <= 0;
        full_counter <= 0;
        if (door_counter < 40) begin  
          if (clk_divider_2Hz == 10000000) begin  
            door_counter <= door_counter + 1;
            open_door_output <= ~open_door_output;
            clk_divider_2Hz <= 0;
          end else begin
            clk_divider_2Hz <= clk_divider_2Hz + 1;
          end
        end else begin
          open_door_output <= 0;
        end
      end else begin
        open_door_output <= 0;
        full_counter <= 0;
        door_counter <= 0;
        full_output <= 0;
      end
    end
  end
endmodule
module seven_segment_display (
    input wire clk,
    input wire [5:0] s1a,
    output reg [7:0] set_Data,
    output reg [4:0] see_sel
);
  reg [ 3:0] digit;
  reg [ 1:0] digit_select;
  reg [21:0] refresh_counter;
  always @(posedge clk) begin   
    if (refresh_counter[9] == 1) refresh_counter <= 0;
    else refresh_counter <= refresh_counter + 1;
  end
  always @(digit) begin
    case (digit)
      4'd0: set_Data = 8'b00111111;
      4'd1: set_Data = 8'b00000110;
      4'd2: set_Data = 8'b01011011;
      4'd3: set_Data = 8'b01001111;
      4'd4: set_Data = 8'b01100110;
      4'd5: set_Data = 8'b01101101;
      4'd6: set_Data = 8'b01111101;
      4'd7: set_Data = 8'b01000000;
      4'd8: set_Data = 8'b01111111;
      4'd9: set_Data = 8'b01101111;
      default: set_Data = 8'b00000000;
    endcase
  end
  always @(posedge clk) begin  
    if (refresh_counter[9] == 1) begin
      if (digit_select < 3) digit_select <= digit_select + 1;
      else digit_select <= 0;
      case (digit_select)
        2'b11: begin
          digit   = s1a[2:0];
          see_sel = 5'b00001;
        end
        2'b10: begin
          digit   = 4'b0000;
          see_sel = 5'b00010;
        end
        2'b01: begin
          digit   = s1a[5:3];
          see_sel = 5'b00100;
        end
        2'b00: begin
          digit   = 4'b0000;
          see_sel = 5'b01000;
        end
      endcase
    end
  end
endmodule
module main (
    input wire clk,
    input wire reset,
    input wire Entry_sensor,
    input wire Exit_sensor,
    input wire [1:0] Exit_parking,
    output wire Full_light,
    output wire Door_Open_light,
    output reg [3:0] parkings,
    output [4:0] seven_seg,
    output [7:0] seg_data
);
  parameter IDLE = 3'b000,
CHECK_ENTRY = 3'b001,
CHECK_EXIT = 3'b010,
FULL = 3'b011,
DOOR_OPEN = 3'b100;
  reg [2:0] current_state, next_state;
  reg [2:0] location, next_location;
  reg [2:0] capacity, next_capacity;
  reg internal_full, internal_open_door;
  reg [31:0] delay_counter;
  reg [3:0] next_parkings;
  reg [5:0] data7;
  wire open_door;
  wire full;
  wire [5:0] data;
  assign data = data7;
  assign full = internal_full;
  assign open_door = internal_open_door;
  seven_segment_display display (
      .clk(clk),
      .s1a(data),
      .set_Data(seg_data),
      .see_sel(seven_seg)
  );
  FrequencyDividerController controller (
      .clk(clk),
      .reset(reset),
      .full(full),
      .open_door(open_door),
      .open_door_output(Door_Open_light),
      .full_output(Full_light)
  );
  initial begin
    current_state = IDLE;
    internal_full = 0;
    internal_open_door = 0;
    parkings = 4'b0000;
    next_parkings = 4'b0000;
    next_location = 3'b000;
    next_capacity = 3'b100;
    location = 3'b000;
    capacity = 3'b100;
  end
  always @(posedge clk) begin
    data7[2:0] <= location;
    data7[5:3] <= capacity;
  end
  always @(posedge clk) begin  
    if (reset) begin
      delay_counter <= 0;
    end else if (internal_full) begin
      if (delay_counter <= 6 * 40000000) delay_counter <= delay_counter + 1;
      else delay_counter <= 0;
    end else if (internal_open_door) begin
      if (delay_counter <= 10 * 40000000) delay_counter <= delay_counter + 1;
      else delay_counter <= 0;
    end else begin
      delay_counter <= 0;
    end
  end
  always @(posedge clk or posedge reset) begin  
    if (reset) begin
      current_state <= IDLE;
      parkings <= 4'b0000;
      location <= 3'b000;
      capacity <= 3'b100;
    end else begin
      current_state <= next_state;
      capacity <= next_capacity;
      parkings <= next_parkings;
      location <= next_location;
    end
  end
  always @(posedge clk) begin
    next_state = current_state;
    next_capacity = capacity;
    next_parkings = parkings;
    case (current_state)
      IDLE: begin
        internal_full = 0;
        internal_open_door = 0;
        if (~Entry_sensor) next_state = CHECK_ENTRY;
        else if (~Exit_sensor) next_state = CHECK_EXIT;
      end
      CHECK_ENTRY: begin
        if (capacity == 0 || location == 3'b111) begin
          next_state = FULL;
        end else begin
          next_parkings[location] = 1;
          next_capacity = capacity - 1;
          next_state = DOOR_OPEN;
        end
      end
      FULL: begin
        internal_full = 1;
        if (delay_counter == 6 * 40000000 - 2) begin
          internal_full = 0;
          next_state = IDLE;
        end
      end
      DOOR_OPEN: begin
        internal_open_door = 1;
        if (delay_counter == 10 * 40000000 - 2) begin
          internal_open_door = 0;
          next_state = IDLE;
        end
      end
      CHECK_EXIT: begin
        if (capacity == 3'b100 || parkings[Exit_parking] == 0) begin
          next_state = IDLE;
        end else begin
          next_parkings[Exit_parking] = 0;
          next_capacity = capacity + 1;
          next_state = DOOR_OPEN;
        end
      end
    endcase
  end
  always @(posedge clk) begin
    next_location = (parkings[0] == 0) ? 3'b000 :
                    (parkings[1] == 0) ? 3'b001 :
                    (parkings[2] == 0) ? 3'b010 :
                    (parkings[3] == 0) ? 3'b011 : 3'b111;
  end
endmodule
[flow/run.sh]
#!/bin/bash
# OpenROAD 26Q1-2900-gdf79404cd8, Yosys 0.63+post, stock flow scripts
make -C /OpenROAD-flow-scripts/flow DESIGN_CONFIG=/design/flow/config.mk WORK_HOME=/design/flow/orfs finish
==> out/metrics.yaml <==
outcome:
  outcome: "finished, final reports clean"
place:
  dp_hpwl_mm: 9.228
  port_buffers: 22
  post-place-ws_ns: 2.406
  place_area_um2: 8167
  gp_congestion: 0.8185
detailed_routing:
  via_per_inst: 5.187
  dr.first_iter.drc_count: 218
  dr.pass1.iters: 4
  drtAntennaViolNets: 0
  drc: 0
  avgRoutedWirePerCell_um: 13.42
  vias: 5291
  diodes: 0
  totalWireLength_mm: 13.69
worst_setup_path:
  critical_path_class: "reg2reg"
  critPathBufInv: 0
  arrival_ns: 2.86
  endpoint_kind: "flop"
  r2r_end: "controller.door_counter[4]$_DFFE_PP0P_"
  start_kind: "flop"
  reg2reg_slack_ns: 2.84
  worst-path-stages: 5
  cp.required_ns: 5.70
  critPathTopFamily: "simple AND/OR/NAND/NOR gates"
  worst-path-max-fanout: 11
  crit_slowest_cell: "nor4_1"
  crit_chain: "nor4_1 -> nand4_1 -> nor4_1 -> nand4_1 -> mux2i_1"
  reg2regPathDepth: 5
  slowest_delay_ns: 0.88
  r2r_start: "controller.door_counter[12]$_DFFE_PP0P_"
flow_run:
  openroad.warnings: 42
  maxCapViolations: 0
logic_synthesis:
  ff_type: "dfrtp_1"
  ys_types: 61
  edf_count: 11
  ys_ff: 172
  ys_warn_count: 3
  netlist_area_um2: 7672
  async_flop_share_pct: 54.65
  ys_cells: 744
  top_cell_area_share_pct: 30.33
  top_cells_by_area: "dfrtp_1, dfxtp_1, xnor2_1"
  synth.avg_cell_area_um2: 10.31
  yosys-stat-area_um2: 7672
  synth_seq_share_pct: 52.46
  common_cells: "dfrtp_1, dfxtp_1, a21oi_1"
  largest_area_cell: "dfrtp_1"
  synthCells: 744
  most_common_cell: "dfrtp_1"
clock_tree:
  cts.repair.resized: 0
  cts_setup_buffers: 0
  cts_buffers: 17
  clk-insertion-delay-late_ns: 0.41
  clk_pin_slew_ns: 0.06
  htree_levels: 4
  ctsRootBufferMaster: "clkbuf_16"
  cts_hold_buf: 0
  ctsLongestPathBuffers: 2
  tritoncts: "built"
  clock-sinks: 172
hold_path:
  holdPathEnd: "capacity[2]$_DFF_PP1_"
  min_from: "next_capacity[2]$_DFF_P_"
  hp-class: "reg2reg"
  min_delay_path_depth: 0
die:
  fp_util_pct: 40.88
  core_area_um2: 18770
  dieHeight_um: 140.5
  io-pin-count: 25
  die_area_um2: 19740
  die_x_um: 140.5
  num_rows: 50
layout:
  layout-drive-gt1-share_pct: 7.379
  n_fill_cell: 1670
  synthToLayoutAreaGrowth_pct: 13.80
  stdcell_area_um2: 8731
global_routing:
  grt_overflow: 0
  antenna_found_initial: 0
  grt_util_all_layers_pct: 15.38
  grt_max_degree: 59
  grt_pass1_wl_mm: 24.32
  grt_pass1_vias: 5153
power_and_ir_drop:
  power_density_nw_per_um2: 302.3
  vdd_drop_max_mv: 0.2278
  power_leakage_nw: 3.690
sta:
  setup_ws_ns: 2.840
  hold_ws_ns: 0.2973
  finalMaxSlewViolations: 0
  tightest_slew_ns: 0.8502
  fmax_mhz: 390.6
  clock_skew_ns: 0.01000
  finalHoldViolCount: 0
  final.period_utilization_pct: 47.41
  setup_viol: 0
  slew_headroom_pct: 42.79
  setup_tns_ns: 0
  period_needed_ns: 2.560
  rsz0062_at_grt: "no"
-- flip-flops by register name (all words and copies together), names as in the netlist, 4 cells and up --
name,count
controller.door_counter,24
controller.clk_divider_1Hz,26
parkings,4
display.refresh_counter,10
seg_data,6
delay_counter,32
next_parkings,4
controller.full_counter,4
display.see_sel,4
controller.clk_divider_2Hz,25
data7,6
-- stage by stage --
step | instances | total power, mW | utilization [%]
2_1_floorplan | 748 | 1.475 | -
3_3_place_gp | 988 | 1.507 | 43.51
3_5_place_dp | 988 | 1.512 | 43.51
4_1_cts | 1020 | 2.670 | 46.52
5_1_grt | 1020 | 2.754 | 46.52
6_report | 1020 | 2.639 | 46.52
-- per-layer routing --
metal,vias up,GRT usage [%],routed length [µm]
li1,2693,-,-
met1,2507,24.81,7118
met2,85,22.58,5873
met3,6,3.762,593
met4,0,1.487,106
met5,-,0,0
-- power breakdown --
group	leakage [nW]	internal (mW)	total, mW	switching [mW]
clock network	0.272	0.675	1.15	0.479
logic	1.47	0.0519	0.125	0.0728
registers	1.94	1.32	1.36	0.0363
-- kinds of logic (layout without fill, tap and decap cells) --
| kind of cell | after synthesis | after routing | share of synthesized area, % |
|---|---|---|---|
| other cells | 1 | 5 | 0.04888 |
| xor+xnor | 78 | 78 | 8.904 |
| simple gates | 305 | 305 | 22.47 |
| compound gates | 95 | 95 | 7.388 |
| buf+inv | 57 | 95 | 2.952 |
| fa+ha+maj | 27 | 27 | 4.403 |
| mux | 9 | 9 | 1.370 |
| flops | 172 | 172 | 52.46 |
-- worst reg2reg max path, stage by stage (launching register included) --
cell	delay, ns
dfrtp_1	0.37
nor4_1	0.36
nand4_1	0.47
nor4_1	0.88
nand4_1	0.21
mux2i_1	0.15
-- layout by cell type (no fill, tap or decap), types with 3 or more instances in the layout --
cell	n
nand2b_1	6
a21oi_1	45
a31oi_1	4
and2_1	25
mux2i_1	6
xnor2_1	42
dfxtp_1	67
nand3b_1	5
nor3_1	15
a22oi_1	3
clkdlybuf4s50_1	22
nand2_1	40
dfrtp_1	93
nand3_1	36
edfxtp_1	11
buf_4	10
inv_1	30
nor2b_1	7
conb_1	5
nand4b_1	3
xor2_1	36
or3_1	9
nand4_1	40
a21boi_0	3
o21ai_0	21
clkbuf_1	4
nor4_1	20
and4_1	7
clkbuf_8	3
nor4b_1	8
nor2_1	43
nor3b_1	3
or2_2	5
clkbuf_16	17
and3_1	21
ha_1	27
-- worst max-delay path by stage --
stage / slack [ns] / startpoint / end
4_1_cts: 2.83 / reset / delay_counter[26]$_SDFF_PP0_
5_1_grt: 2.64 / controller.door_counter[12]$_DFFE_PP0P_ / controller.clk_divider_2Hz[12]$_DFFE_PP0P_
6_report: 2.84 / controller.door_counter[12]$_DFFE_PP0P_ / controller.door_counter[4]$_DFFE_PP0P_
-- layout make-up --
class	count	area [µm²]	share of cell area (%)
Clock buffer	24	481.7	5.517
Sequential cell	172	4025	46.10
Clock inverter	8	82.58	0.9458
Multi-Input combinational cell	519	3436	39.35
Tap cell	234	292.8	3.353
Inverter	31	117.6	1.347
Timing Repair Buffer	32	295.3	3.382
Power is estimated from default activity; no workload was simulated.
